===== flow/design.v =====
module UART_Receiver (
    input wire clk,                
    input wire rst,                
    input wire rx,                 
    output reg [7:0] data_out = 8'b0,     
    output reg crc_error           
);
    localparam clks_per_bit = 1042;  
    localparam RX_IDLE       = 3'b000,  
               RX_START      = 3'b001,  
               RX_DATA_TX    = 3'b010,   
               RX_CRC        = 3'b011,    
               RX_STOP       = 3'b100;    
    reg [2:0] rx_state = RX_IDLE;     
    reg [2:0] bit_index;            
    reg [12:0]clk_count;            
    reg [7:0] data_reg;             
    reg r_Rx_Data_R = 1'b1;    
    reg r_data = 1'b1;         
    reg [3:0] crc_reg;              
    reg [3:0] computed_crc;         
    always @(posedge clk) begin
        if (rx_state == RX_STOP) begin
           computed_crc <= check_crc({data_reg,crc_reg});
        end
    end
    function [3:0] check_crc;
        input [11:0] data_crc;   
        reg [11:0] remainder;    
        integer i;
        begin
            remainder = data_crc;
            for (i = 11; i >= 4; i = i - 1) begin
                if (remainder[i] == 1) begin
                    remainder[i -: 5] = remainder[i -: 5] ^ 5'b10011;
                end
            end
            check_crc = remainder[3:0];
        end
    endfunction
    always @(posedge clk) begin
        r_Rx_Data_R <= rx;
        r_data <= r_Rx_Data_R;
		  end
    always @(posedge clk) begin
        if (rst) begin     
            rx_state <= RX_IDLE;
            clk_count <= 0;
            bit_index <= 0;
            crc_error <= 0;
	        data_out <= 8'b0;
        end 
		  else begin  
				case (rx_state)
                RX_IDLE: begin
                    crc_error <= 0;  
                    clk_count <= 0;
                    bit_index <= 0;
                    if (r_data == 1'b0) begin  
                        rx_state <= RX_START;
						  end
						  end  
					 RX_START : begin
							if(clk_count < (clks_per_bit)/2) begin   
							   clk_count <= clk_count + 1;
								end
								else begin
								if (r_data == 1'b0)begin
									bit_index <= 0;   
									clk_count <= 0;   
									rx_state <= RX_DATA_TX;
									end
									end
									end  
					 RX_DATA_TX : begin
						if (clk_count < clks_per_bit) begin  
							 clk_count<= clk_count + 1;   
							end
						else begin
										data_reg[bit_index] <= r_data;     
										if (bit_index < 7)
										begin
										  clk_count <= 0;
										  bit_index <= bit_index + 1;
										 rx_state   <=  RX_DATA_TX;
										end
									 else
										begin
										  clk_count <=0;  
										  bit_index <= 0;  
										  rx_state   <= RX_CRC;
										end
								  end
							 end  
			       RX_CRC : begin
					 if (clk_count < clks_per_bit) begin
							 clk_count <= clk_count + 1;
							end
							else begin 
								 crc_reg[bit_index] <= r_data;
								if (bit_index < 3)
								begin
								  clk_count <= 0;
								  bit_index <= bit_index + 1;
								  rx_state   <=  RX_CRC;
								end
							 else
								begin
								  bit_index <= 0;  
								  clk_count <= 0; 
								  rx_state   <= RX_STOP;
								end
						  end
					 end  
				RX_STOP : begin
						if (clk_count < clks_per_bit)
							begin
								clk_count <= clk_count + 1;
								rx_state <= RX_STOP;
							end
					  	 else
							begin
								if(r_data == 1'b1) begin   
									if(computed_crc == 4'b0000) begin
										crc_error <= 1'b0;   
										data_out <= data_reg;
										rx_state <= RX_IDLE;
										end
									else begin
										crc_error <= 1'b1;  
										data_out <= 8'b00000000;
										rx_state <= RX_IDLE;
										end
										end
			          	 end 
			             end  
							default: 
								rx_state <= RX_IDLE;
						   endcase
					end  
				end  
endmodule 
module uart_top(
	input wire clk,               
	input wire rst,               
	input wire [7:0] data_in,     
	input wire tx_start,          
	input wire rx,                
	output wire tx,               
	output wire tx_done,          
	output wire [7:0] data_out,   
	output wire crc_error       
);
UART_Transmitter UUT(
	.clk(clk),                
	.rst(rst),                
	.data_in(data_in),        
	.tx_start(tx_start),      
	.tx(tx),                  
	.tx_done(tx_done)         
);
UART_Receiver UUR(
	.clk(clk),                
	.rst(rst),                
	.rx(rx),                  
	.data_out(data_out),      
	.crc_error(crc_error)     
);
endmodule
module UART_Transmitter (
    input wire clk,               
    input wire rst,               
    input wire [7:0] data_in,     
    input wire tx_start,          
    output reg tx,                
    output wire tx_done           
);
    localparam clks_per_bit = 1042;   
    localparam TX_IDLE = 3'b000,         
               START_SIGNAL = 3'b001,    
               TX_DATA = 3'b010,        
               TX_CRC = 3'b011,           
               TX_STOP = 3'b100;          
    reg [2:0] tx_state = TX_IDLE;               
    reg [2:0] bit_index;                        
    reg [12:0] clk_count;                        
    reg tx_done_reg = 0;                        
    reg [3:0] crc_out;                          
    always @(posedge clk) begin
        if (tx_start) begin
            crc_out <= compute_crc({data_in, 4'b0000});  
        end
    end
    function [3:0] compute_crc;
        input [11:0] data_crc;  
        reg [11:0] remainder;  
        integer i;
        begin
            remainder = data_crc;
            for (i = 11; i >= 4; i = i - 1) begin
                if (remainder[i] == 1) begin
                    remainder[i -: 5] = remainder[i -: 5] ^ 5'b10011;
                end
            end
            compute_crc = remainder[3:0];
        end
    endfunction
    always @(posedge clk) begin
        if (rst) begin
            tx <= 1'b1;                   
            bit_index <= 3'b000;          
            clk_count <= 0;               
            tx_done_reg <= 0;             
            tx_state <= TX_IDLE;          
        end 
		  else begin
            case (tx_state)
                TX_IDLE: begin
                    tx <= 1'b1;               
                    tx_done_reg <= 0;        
                    if (tx_start) begin
			               clk_count <= 0;
                        tx_state <= START_SIGNAL;  
                    end
                end  
                START_SIGNAL: begin
                    tx <= 1'b0;                   
                    if (clk_count < clks_per_bit) begin
                        clk_count <= clk_count + 1;
                    end else begin
                        clk_count <= 0;               
                        bit_index <= 0;               
                        tx_state <= TX_DATA;    
                    end
                end  
                TX_DATA: begin
                    tx <= data_in[bit_index];
                    if (clk_count < clks_per_bit) begin
                        clk_count <= clk_count + 1;
								 tx_state <= TX_DATA;
                    end else begin
                        if (bit_index < 7) begin
                            bit_index <= bit_index + 1;
									 clk_count<= 0;
									 tx_state <= TX_DATA;
                        end else begin
									 clk_count <= 0;
                            bit_index <= 0;
                            tx_state <= TX_CRC;  
                        end
                    end
                end  
                TX_CRC: begin
                    tx <=  crc_out[bit_index];
                    if (clk_count < clks_per_bit) begin
                        clk_count <= clk_count + 1;
			               tx_state <= TX_CRC;
                    end else begin
                        if (bit_index < 3) begin
                            bit_index <= bit_index + 1;
                            clk_count <= 0;  
                             tx_state <= TX_CRC;
                        end else begin
                            clk_count <= 0;  
                            bit_index <= 0;  
                            tx_state <= TX_STOP;  
                        end
                    end
                end  
                TX_STOP: begin
                    tx <= 1'b1;  
                    if (clk_count < clks_per_bit) begin
                        clk_count <= clk_count + 1;
								tx_state <= TX_STOP;
                    end else begin
                        tx_done_reg <= 1'b1;  
                        clk_count <= 0;
								bit_index <= 0;
                        tx_state <= TX_IDLE;  
                    end
                end  
                default: 
                    tx_state <= TX_IDLE;  
            endcase
        end
    end  
    assign tx_done = tx_done_reg;  
endmodule

===== flow/run.sh =====
#!/bin/bash
# OpenROAD 26Q1-2900-gdf79404cd8, Yosys 0.63+post, stock flow scripts
make -C /OpenROAD-flow-scripts/flow DESIGN_CONFIG=/design/flow/config.mk WORK_HOME=/design/flow/orfs finish

===== flow/config.mk =====
export PLATFORM = sky130hd
export DESIGN_NAME = uart_top
export DESIGN_NICKNAME = uart_top
export VERILOG_FILES = /design/flow/design.v
export SDC_FILE = /design/flow/constraint.sdc
export NUM_CORES = 4
export LEC_CHECK = 1
export CORE_UTILIZATION = 50

===== flow/constraint.sdc =====
current_design uart_top

set clk_period 5.2
set clk_io_pct 0.2

create_clock -name clk0 -period $clk_period [get_ports {clk}]

set non_clock_inputs [all_inputs -no_clocks]
set_input_delay [expr $clk_period * $clk_io_pct] -clock clk0 $non_clock_inputs
set_output_delay [expr $clk_period * $clk_io_pct] -clock clk0 [all_outputs]

==> results.sh <==
# implementation run metrics
export IMPL_reg2regPathDepth=6
export IMPL_path_clk_slew_ps=80
export IMPL_layout_top_cell="dfxtp_1"
export IMPL_endpoint_kind="flip-flop"
export IMPL_io_buffers=22
export IMPL_cts_sinks=71
export IMPL_cts_htree_levels=3
export IMPL_grt_busiest_layer="met1"
export IMPL_ctsResizeCount=0
export IMPL_fin_cells=531
export IMPL_cts_tree="yes"
export IMPL_holdWs_ps=333.5
export IMPL_slew_headroom_pct=56.94
export IMPL_diodes=0
export IMPL_drt_total_wl_um=7692
export IMPL_grt_pass1_wl_um=12900
export IMPL_dpl_instance_area_um2=4104
export IMPL_ys_area_um2=3821
export IMPL_cp_max_fo=7
export IMPL_setup_viol_count_final=0
export IMPL_fp_dieW_um=89.42
export IMPL_grt_use_met3_pct=4.682
export IMPL_tightest_slew_ps=639.1
export IMPL_io_pins=23
export IMPL_dieArea_um2=7996
export IMPL_die_y_um=89.42
export IMPL_rrSetupSlack_ps=2990
export IMPL_hold_class="reg -> reg"
export IMPL_largestRegisters="UUR.clk_count x13, UUT.clk_count x13"
export IMPL_status="finished, final reports clean"
export IMPL_grt_pass1_vias=2815
export IMPL_setup_tns_final_ps=0
export IMPL_design_core_area_um2=7331
export IMPL_synth_area_um2=3821
export IMPL_startpoint_type="input pin"
export IMPL_antenna_left=0
export IMPL_cp_arrival_ps=2720
export IMPL_worstSetupPathType="in -> reg"
export IMPL_postSynthSeqShare_pct=42.44
export IMPL_vias=3036
export IMPL_yosysTopAreaCell="dfxtp_1"
export IMPL_cts_setup_buffers=0
export IMPL_grt_use_met1_pct=33.63
export IMPL_holdBufCountCts=0
export IMPL_maxCapViolations=0
export IMPL_r2r_start="UUR.clk_count[5]$_SDFFE_PP0P_"
export IMPL_p_leak_nw=1.390
export IMPL_floorplan_core_util_pct=52.12
export IMPL_ys_cells=411
export IMPL_first_iter_violations=139
export IMPL_num_rows=31
export IMPL_grt_ovfl_total=0
export IMPL_drcViolationCount=0
export IMPL_postSynthCellCount=411
export IMPL_dp_hpwl_um=5407
export IMPL_finalWorstSetupSlack_ps=2718
export IMPL_wl_per_cell_um=14.49
export IMPL_async_flop_share_pct=0
export IMPL_powerDensity_nw_per_um2=270.9
export IMPL_dp_slack_ps=2354
export IMPL_place_congestion=0.8799
export IMPL_fmax_ghz=0.4028
export IMPL_layout_top_cells="dfxtp_1, a21oi_1, nor2_1"
export IMPL_min_to="UUR.r_data$_DFF_P_"
export IMPL_dp_cells=515
export IMPL_flop_cell="dfxtp_1"
export IMPL_finClkSkew_ps=10.75
export IMPL_clk_latency_ps=340
export IMPL_post_drt_via_cell_ratio=5.718
export IMPL_hp_start="UUR.r_Rx_Data_R$_DFF_P_"
export IMPL_drtPass1Iterations=4
export IMPL_cts_buffer_depth=2
export IMPL_antenna_found_initial=0
export IMPL_grt_usage_pct=21.53
export IMPL_rsz0062_at_grt="no"
export IMPL_area_delta_synth_final_pct=13.23
export IMPL_edf_count=20
export IMPL_numSynthFlops=71
export IMPL_synth_area_per_cell_um2=9.297
export IMPL_area_leaders="dfxtp_1, edfxtp_1, xnor2_1"
export IMPL_synth_top_area_share_pct=26.72
export IMPL_rr_endpoint="UUR.clk_count[10]$_SDFFE_PP0P_"
export IMPL_openroad_warnings=27
export IMPL_finalHoldViolCount=0
export IMPL_cts_buffers=9
export IMPL_timing_final_crit_share_pct=47.74
export IMPL_synth_cell_types=62
export IMPL_worstPathRequired_ps=5440
export IMPL_maxSlewViolCount=0
export IMPL_globalRouteMet2Util_pct=32.34
export IMPL_final_min_clock_period_ps=2482
export IMPL_whs_path_depth=0
export IMPL_drive_gt1_share_pct=8.333
export IMPL_grt_max_degree=27
export IMPL_design_area_um2=4327
export IMPL_ir_worst_vdd_mv=0.1405
export IMPL_ys_warn_count=2
export IMPL_clock_root_buffer="clkbuf_8"
-- synthesized netlist by cell type (5+ instances only) --
cell type / number
clkbuf_1: 16
mux2_2: 5
o21ai_0: 16
nor2_1: 30
a21oi_1: 34
inv_1: 14
a211oi_1: 5
edfxtp_1: 20
nand3_1: 18
nand2b_1: 13
a21o_1: 6
nand2_1: 28
dfxtp_1: 51
nand4_1: 10
o31ai_1: 8
xor2_1: 10
or3_1: 10
xnor2_1: 29
nor3_1: 11
ha_1: 6
-- power breakdown --
part	switching, mW	total (mW)	internal, mW
Clock	0.205	0.489	0.284
Sequential	0.0134	0.594	0.581
Combinational	0.0485	0.0886	0.0401
Total	0.267	1.17	0.905
-- routing by layer --
metal / wire length (um) / share of wire, % / vias up
met1: 3826 / 50 / 1405
met2: 3367 / 44 / 71
met5: 0 / 0 / -
met4: 148 / 1.9 / 0
met3: 350 / 4.6 / 15
li1: - / - / 1545
-- worst max-delay path: stages --
cell and delay [ps]:
clkdlybuf4s50_1 560, o21ai_0 590, or3_1 230, a21oi_1 50
a31o_2 250
-- stage by stage --
step	power (mW)	util, %
floorplan	0.6671	-
global placement	0.6940	55.98
detailed placement	0.6949	55.98
CTS	1.183	59.02
global route	1.222	59.02
finish	1.172	59.02
-- cell type report --
| class | instances | area [um2] |
|---|---|---|
| clock buffer | 11 | 141.4 |
| timing repair buffer | 26 | 250.2 |
| tap | 99 | 123.9 |
| inverter | 14 | 52.55 |
| clock inverter | 5 | 81.33 |
| fill | 640 | 3004 |
| multi-input combinational | 305 | 2056 |
| sequential | 71 | 1622 |
-- worst max path at each step --
| stage | startpoint | to | cells after the start |
|---|---|---|---|
| CTS | tx_start | UUT.tx_state[0]$_SDFFE_PP0P_ | 5 |
| global route | tx_start | UUT.clk_count[8]$_SDFFE_PP0P_ | 5 |
| finish | tx_start | UUT.tx_state[0]$_SDFFE_PP0P_ | 5 |
-- cells by family after synthesis --
kind of cell / Yosys count / synth area share (%)
flops: 71 / 42.44
buf+inv: 35 / 3.766
fa+ha+maj: 6 / 1.965
xor+xnor: 39 / 8.939
simple gates: 149 / 20.79
compound gates: 100 / 18.07
mux: 11 / 4.027
Power figures rest on the tool's default switching activity, not on a simulated workload.
